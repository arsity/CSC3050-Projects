==> flow/design.v <==
module alu (instruction, regA, regB, result, flags);
    input[31:0] instruction,regA,regB; 
    output[31:0] result;
    reg[31:0] reg_result;
    output[2:0] flags;
    reg[2:0] reg_flags;
    integer i;  
    integer carry;  
    reg[31:0] immediate; 
    reg[31:0] rs;
    reg[31:0] rt;
    reg[31:0] temp1;
    always @(instruction, regA, regB) begin
    reg_flags = 0;
    reg_result = 0;
        case (instruction[31:26])
            6'b0: begin  
                case (instruction[5:0])
                    6'b100000:  
                        begin
                            reg_result = regA + regB;
                            if (regA[31]==0&&regB[31]==0&&reg_result[31]==1 || regA[31]==1&&regB[31]==1&&reg_result[31]==0) begin
                                reg_flags[2] = 1;
                            end
                        end
                    6'b100001:  
                        begin
                            reg_result = regA + regB;
                        end
                    6'b100010:  
                        begin
                            if (instruction[20:16] == 5'b00000) begin
                                rt = regA;
                                rs = regB;
                            end else begin
                                rt = regB;
                                rs = regA;
                            end    
                            temp1 = ~rt;
                            temp1 = temp1 + 1;
                            reg_result = rs + temp1;
                            if (rs[31]==0&&temp1[31]==0&&reg_result[31]==1 || rs[31]==1&&temp1[31]==1&&reg_result[31]==0) begin
                                reg_flags[2] = 1;
                            end
                        end
                    6'b100011:  
                        begin
                            if (instruction[20:16] == 5'b00000) begin
                                rt = regA;
                                rs = regB;
                            end else begin
                                rt = regB;
                                rs = regA;
                            end
                            reg_result = rs - rt;
                        end
                    6'b100100:  
                        begin
                            reg_result = regA & regB;
                        end
                    6'b100111:  
                        begin
                            reg_result = ~(regA | regB);
                        end
                    6'b100101:  
                        begin
                            reg_result = regA | regB;
                        end
                    6'b100110:  
                        begin
                            reg_result = regA ^ regB;
                        end
                    6'b101010:  
                        begin
                            if (instruction[20:16] == 5'b00000) begin
                                rt = regA;
                                rs = regB;
                            end else begin
                                rt = regB;
                                rs = regA;
                            end
                            reg_result = rs - rt;
                            if (reg_result[31] == 1) begin
                                reg_flags[1] = 1;
                            end
                        end
                    6'b101011:  
                        begin
                            if (instruction[20:16] == 5'b00000) begin
                                rt = regA;
                                rs = regB;
                            end else begin
                                rt = regB;
                                rs = regA;
                            end   
                            if (regA < regB) begin
                                reg_flags[1] = 1;
                            end
                        end
                    6'b000000:  
                        begin
                            if (instruction[20:16] == 5'b00000) begin
                                rt = regA;
                            end else begin
                                rt = regB;
                            end
                            immediate = $signed(instruction[10:6]);
                            reg_result = rt << immediate;
                        end
                    6'b000100:  
                        begin
                            if (instruction[20:16] == 5'b00000) begin
                                rt = regA;
                                rs = regB;
                            end else begin
                                rt = regB;
                                rs = regA;
                            end
                            i = $signed(rs[4:0]);
                            reg_result = rt << i;
                        end
                    6'b000010:  
                        begin
                            if (instruction[20:16] == 5'b00000) begin
                                rt = regA;
                            end else begin
                                rt = regB;
                            end
                            immediate = $signed(instruction[10:6]);
                            reg_result = rt >> immediate;
                        end
                    6'b000110:  
                        begin
                            if (instruction[20:16] == 5'b00000) begin
                                rt = regA;
                                rs = regB;
                            end else begin
                                rt = regB;
                                rs = regA;
                            end
                            i = $signed(rs[4:0]);
                            reg_result = rt >> i;
                        end
                    6'b000011:  
                        begin
                            if (instruction[20:16] == 5'b00000) begin
                                rt = regA;
                            end else begin
                                rt = regB;
                            end
                            immediate = $signed(instruction[10:6]);
                            reg_result = rt >>> immediate;
                        end
                    6'b000111:  
                        begin
                            if (instruction[20:16] == 5'b00000) begin
                                rt = regA;
                                rs = regB;
                            end else begin
                                rt = regB;
                                rs = regA;
                            end
                            i = $signed(rs[4:0]);
                            reg_result = rt >>> i;
                        end
                endcase
            end
            6'b001000:  
                begin
                    immediate = $signed(instruction[15:0]);
                    if (instruction[25:21] == 5'b00000) begin
                        rs = regA;
                    end else begin
                        rs = regB;
                    end
                    reg_result = rs + immediate;
                    if (rs[31]==0&&immediate[31]==0&&reg_result[31]==1||rs[31]==1&&immediate[31]==1&&reg_result[31]==0) begin
                        reg_flags[2] = 1;
                    end
                end
            6'b001001:  
                begin
                    if (instruction[25:21] == 5'b00000) begin
                        rs = regA;
                    end else begin
                        rs = regB;
                    end
                    immediate[15:0] = instruction[15:0];
                    reg_result = rs + immediate;
                end
            6'b001100:  
                begin
                    if (instruction[25:21] == 5'b00000) begin
                        rs = regA;
                    end else begin
                        rs = regB;
                    end
                    immediate = $signed(instruction[15:0]);
                    reg_result = rs & immediate;
                end
            6'b001101:  
                begin
                    if (instruction[25:21] == 5'b00000) begin
                        rs = regA;
                    end else begin
                        rs = regB;
                    end
                    immediate = $signed(instruction[15:0]);
                    reg_result = rs | immediate;
                end
            6'b001110:  
                begin
                    if (instruction[25:21] == 5'b00000) begin
                        rs = regA;
                    end else begin
                        rs = regB;
                    end
                    immediate = $signed(instruction[15:0]);
                    reg_result = rs ^ immediate;
                end
            6'b000100:  
                begin
                    if (regA == regB) begin
                        reg_flags[0] = 1;
                    end
                end
            6'b000101:  
                begin
                    if (regA != regB) begin
                        reg_flags[0] = 0;
                    end
                end
            6'b001010:  
                begin
                    if (instruction[25:21] == 5'b00000) begin
                        rs = regA;
                    end else begin
                        rs = regB;
                    end
                    immediate = $signed(instruction[15:0]);
                    reg_result = rs - immediate;
                    if (reg_result[31] == 1) begin
                        reg_flags[1] = 1;
                    end
                end
            6'b001011:  
                begin
                    if (instruction[25:21] == 5'b00000) begin
                        rs = regA;
                    end else begin
                        rs = regB;
                    end
                    immediate[15:0] = instruction[15:0];
                    if (rs < immediate) begin
                        reg_flags[1] = 1;
                    end
                end
            6'b100011:  
                begin
                    if (instruction[25:21] == 5'b00000) begin
                        rs = regA;
                    end else begin
                        rs = regB;
                    end
                    immediate = $signed(instruction[15:0]);
                    reg_result = rs + immediate;
                end
            6'b101011:  
                begin
                    if (instruction[25:21] == 5'b00000) begin
                        rs = regA;
                    end else begin
                        rs = regB;
                    end
                    immediate = $signed(instruction[15:0]);
                    reg_result = rs + immediate;
                end
        endcase
    end
    assign result = reg_result;
    assign flags = reg_flags;
endmodule
==> flow/run.sh <==
#!/bin/bash
# OpenROAD 26Q1-2900-gdf79404cd8, Yosys 0.63+post, stock flow scripts
make -C /OpenROAD-flow-scripts/flow DESIGN_CONFIG=/design/flow/config.mk WORK_HOME=/design/flow/orfs finish
==> flow/config.mk <==
export PLATFORM = sky130hd
export DESIGN_NAME = alu
export DESIGN_NICKNAME = alu
export VERILOG_FILES = /design/flow/design.v
export SDC_FILE = /design/flow/constraint.sdc
export NUM_CORES = 4
export LEC_CHECK = 1
export CORE_UTILIZATION = 50
export SYNTH_HDL_FRONTEND = slang
==> flow/constraint.sdc <==
current_design alu

set clk_period 17.4
set clk_io_pct 0.2

create_clock -name clk0 -period $clk_period

set non_clock_inputs [all_inputs -no_clocks]
set_input_delay [expr $clk_period * $clk_io_pct] -clock clk0 $non_clock_inputs
set_output_delay [expr $clk_period * $clk_io_pct] -clock clk0 [all_outputs]
==> results.txt <==
Latest figures from synthesis and place and route.

The cell count listed in synth_stat.txt is 3334. Once detail routing completed, the nets flagged for antenna violations numbered 0. The final power report lists total power as 773 uW.

The core region is 41200 um2. The total grt overflow is 0. The type of element capturing the critical path is a primary output.

The top-level port count is 131. The global-route wire length before repair is 168000 um. The final layout report lists a filler cell count of slightly below 4000. Summing all multi-input logic gate instances after layout gives between 15000 and 20000 um2. The post-route netlist has 6.58% of its cells at a drive strength greater than 1. The tightest hold path in the finished design has a slack of 8160 ps. Data arrives at the worst endpoint at 10770 ps.

The area figure in the yosys stat output is 21100 um2. Synthesis instantiated 99 different standard cells from the library. The count of unresolved DRC violations after routing is 0. The timing report attributes the biggest portion of critical-path delay to AND-OR/OR-AND gates.

The analysis attributes to net switching a power of between 500 and 600 uW. The number of standard-cell rows in the floorplan is 74. The number of unconstrained endpoints is 1. STA lists the maximum fanout along the critical path as 44. The first detailed-routing pass ran for 13 iterations.

Of the available clock period, the critical path in the final layout requires 81.9%. Measured along the x axis, the die boundary spans 207 um. Looking at the VDD voltage map, the peak drop is 0.0000213 V. The type of the worst min-delay path is input port to primary output.

Dividing the synthesized area by the synthesized cell count gives 6.32 um2. The timing-limited maximum frequency is 70.2 MHz. By area the synthesized netlist is led by sky130_fd_sc_hd__ha_1 (15%), sky130_fd_sc_hd__o21ai_0 (7.3%), sky130_fd_sc_hd__a21oi_1 (7.1%).

Traced cell by cell, the critical path runs through clkdlybuf4s50_1 > nor3_4 > buf_4 > nand2_2 > a21oi_1 > and4b_1 > nand4_2 > nor2_1 > nand2_1 > xnor2_1 > ha_1 > o21ai_0 > nand2b_1 > a22o_1 > a21o_1 > a221oi_1 > o41ai_1 > buf_4 > a21boi_0 > xor2_1 > mux2i_1 > a2111oi_0 > a32o_1 > clkdlybuf4s50_1. The initial antenna violation count is 12. Entering global routing, the biggest net connects 65 pins. The final period demand of the worst path is 14250 ps. For this run, the final setup violation count is recorded as 0. The max-slew headroom at the worst pin is between 2 and 2.5%.

Per the OpenROAD floorplan log, the area of the die is around 43000 um2. Per the synth stats, the flop cell with the highest instance count is sky130_fd_sc_hd__dlxtp_1. Counting flops and latches in the post-synthesis netlist gives 1.

The post-DP HPWL is 91400 um. Hold-check failures listed in the final report amount to 0. The final wirelength is 117000 um. The detailed router placed between 20000 and 30000 vias in this run. The area of the mapped netlist is 21100 um2. Yosys mapped a number of flops with a built-in enable equal to 0. The average via count per standard cell is about 7.3. The number of maximum-capacitance violations recorded for the run is 0. The sequential standard cell area is 15.0 um2.

The summed negative setup slack over all endpoints is 0 ps. The critical path start-end classification is input port to primary output. The number of global-route vias before repair came to 25400. Per the STA report, the cell with the highest stage delay on the worst path is sky130_fd_sc_hd__a21oi_1.

The area growth from synthesis to final layout is 9.37%. The number of flip-flops under the largest register name is 1. The count of buffering cells on the critical path with inverters included is 4. In this run the tools logged warnings totalling 175. For this design the ratio of total power to cell area is around 34 nW/um2. As logged by OpenROAD, the buffers inserted on ports number around 130. On the worst path, the slowest cell contributes a delay of 920 ps. The number of register pins that no clock reaches came to 1.

The run finished with clean final reports. The number of warning messages in the yosys log is 0. The dominant cell type by area after synthesis is sky130_fd_sc_hd__ha_1. The mean routed wirelength per cell is 30.0 um. The final timing report lists a max-slew violation count of 0. The switching portion of total power comes to roughly 66%. Once the floorplan was initialized, standard cells occupied 51.2% of the core.

The leakage power figure is approximately 9.4 nW. Setup repair after global routing left no endpoint under its margin. The count of instances resized after the clock tree is built is 0. The count of mapped cells out of synthesis is ~3300. The required time of the critical path is between 10000 and 15000 ps. The number of hold-repair buffers added at the cts stage is 0. Yosys reported that registers with async set or reset make up 0%. The pin closest to its max-slew limit shows a slew of 1450 ps. The area share of the leading cell type in the synthesized netlist is between 10% and 20%. The violation tally recorded at the end of detailed-routing iteration 0 is 4750. The startpoint type of the worst setup path is an input port.

The floorplan die height is 207 um. The global placement routability congestion is 1.21. Buffers added to address setup during post-CTS repair amount to 0. The total global-route track usage is ~53%. The total internal power is 263 uW.
placed cells by master (no fill, tap or decap), drive strengths merged, types with 31 or more instances in the layout:
| master | instances |
|---|---|
| a211oi | 66 |
| a21o | 60 |
| nand3 | 96 |
| o21ai | 326 |
| xor2 | 38 |
| nor3 | 87 |
| nand4 | 52 |
| a31oi | 32 |
| ha | 255 |
| inv | 195 |
| xnor2 | 77 |
| nor2 | 333 |
| o21bai | 32 |
| o21a | 31 |
| nor4 | 36 |
| nand2 | 329 |
| a21oi | 300 |
| buf | 120 |
| o221ai | 35 |
| mux2i | 81 |
| a221oi | 42 |
| clkdlybuf4s50 | 129 |
| o211ai | 67 |
| o22ai | 70 |
cell type report:
cell class	instances	share of cell area, %
multi-input cells	2911	84.3
repair buffers	249	9.50
inverters	197	3.21
well taps	532	2.89
flip-flops and latches	1	0.0651
diodes	5	0.0543
through the flow:
step	instance area (um2)	setup WS (ps)	instances	util [%]
2_1_floorplan	21100	5750	3334	-
3_3_place_gp	23000	3520	3890	55.9
3_5_place_dp	23000	3390	3890	55.9
4_1_cts	23000	3350	3890	55.9
5_1_grt	23000	2870	3890	55.9
6_report	23100	3150	3895	56.0
routing by layer:
layer / global-route usage, % / vias up / part of all wire, %
met3: 29.6 / 552 / 18
met5: 1.56 / - / 0.18
met4: 25.8 / 22 / 6.7
met2: 72.7 / 2478 / 39
li1: - / 12600 / -
met1: 65.4 / 13000 / 36
worst min-delay path, stage by stage:
cell and delay [ps]:
sky130_fd_sc_hd__buf_2 100, sky130_fd_sc_hd__buf_4 240, sky130_fd_sc_hd__nor2_1 150, sky130_fd_sc_hd__a21oi_1 80, sky130_fd_sc_hd__a32o_1 220, sky130_fd_sc_hd__clkdlybuf4s50_1 400
logic make-up after synthesis:
group / Yosys count / share of synthesized area, %
compound gates: 1318 / 41.2
simple gates: 1116 / 25.1
buf+inv: 422 / 8.05
fa+ha+maj: 259 / 15.5
xor+xnor: 115 / 4.78
mux: 103 / 5.32
latches: 1 / 0.0712
synthesized netlist by cell type (67+ instances only):
master,instances
sky130_fd_sc_hd__nor2_1,326
sky130_fd_sc_hd__clkbuf_1,161
sky130_fd_sc_hd__nand2_1,326
sky130_fd_sc_hd__o211ai_1,67
sky130_fd_sc_hd__ha_1,255
sky130_fd_sc_hd__nor3_1,85
sky130_fd_sc_hd__o21ai_0,306
sky130_fd_sc_hd__nand3_1,94
sky130_fd_sc_hd__a21oi_1,297
sky130_fd_sc_hd__mux2i_1,81
sky130_fd_sc_hd__inv_1,194
sky130_fd_sc_hd__o22ai_1,70
sky130_fd_sc_hd__xnor2_1,77
path summary, 6_finish.rpt:
| check | from | end | slack [ps] | cells past startpoint |
|---|---|---|---|---|
| setup / recovery | instruction[17] | flags[2] | 3150 | 24 |
| hold / removal | instruction[1] | flags[2] | 8160 | 6 |
power groups by stage:
| stage | sequential (mW) | clock, mW | combinational [mW] |
|---|---|---|---|
| after CTS | 0.000283 | 0 | 0.727 |
| after global routing | 0.000289 | 0 | 0.810 |
Power figures rest on the tool's default switching activity, not on a simulated workload.
